`run.sh`:
```
#!/bin/bash
# OpenROAD 26Q1-2900-gdf79404cd8, Yosys 0.63+post, stock flow scripts
make -C /OpenROAD-flow-scripts/flow DESIGN_CONFIG=/design/flow/config.mk WORK_HOME=/design/flow/orfs finish
```
`config.mk`:
```
export PLATFORM = sky130hd
export DESIGN_NAME = button_parser
export DESIGN_NICKNAME = button_parser
export VERILOG_FILES = /design/flow/design.v
export SDC_FILE = /design/flow/constraint.sdc
export NUM_CORES = 4
export LEC_CHECK = 1
export CORE_AREA = 10 10 90 90
export DIE_AREA = 0 0 100 100
```
`constraint.sdc`:
```
current_design button_parser

set clk_period 2.3
set clk_io_pct 0.2

create_clock -name clk0 -period $clk_period [get_ports {clk}]

set non_clock_inputs [all_inputs -no_clocks]
set_input_delay [expr $clk_period * $clk_io_pct] -clock clk0 $non_clock_inputs
set_output_delay [expr $clk_period * $clk_io_pct] -clock clk0 [all_outputs]
```
`design.v`:
```
module button_parser #(
    parameter WIDTH = 1,
    parameter SAMPLE_CNT_MAX = 62500,
    parameter PULSE_CNT_MAX = 200
) (
    input clk,
    input [WIDTH-1:0] in,
    output [1:0] led,
    output [WIDTH-1:0] out
);
    wire [WIDTH-1:0] synchronized_signals;
    wire [WIDTH-1:0] debounced_signals;
    synchronizer # (
        .WIDTH(WIDTH)
    ) button_synchronizer (
        .clk(clk),
        .async_signal(in),
        .sync_signal(synchronized_signals)
    );
    debouncer # (
        .WIDTH(WIDTH),
        .SAMPLE_CNT_MAX(SAMPLE_CNT_MAX),
        .PULSE_CNT_MAX(PULSE_CNT_MAX)
    ) button_debouncer (
        .clk(clk),
        .glitchy_signal(synchronized_signals),
        .debounced_signal(debounced_signals),
        .led(led)
    );
    edge_detector # (
        .WIDTH(WIDTH)
    ) button_edge_detector (
        .clk(clk),
        .signal_in(debounced_signals),
        .edge_detect_pulse(out)
    );
endmodule
module debouncer #(
    parameter WIDTH              = 1,
    parameter SAMPLE_CNT_MAX     = 62500,
    parameter PULSE_CNT_MAX      = 200,
    parameter WRAPPING_CNT_WIDTH = $clog2(SAMPLE_CNT_MAX),  
    parameter SAT_CNT_WIDTH      = $clog2(PULSE_CNT_MAX) + 1  
) (
    input clk,
    input [WIDTH-1:0] glitchy_signal,
    output [WIDTH-1:0] debounced_signal,
    output [1:0] led
);
    reg [WRAPPING_CNT_WIDTH-1:0] sample_count = 0;
    assign led = 1;
    reg pulse = 0;
    always @(posedge clk) begin
        sample_count <= sample_count + 1;
        pulse <= 0;
        if (sample_count == SAMPLE_CNT_MAX - 1) begin
            sample_count <= 0;
            pulse <= 1;
        end
    end
    reg [SAT_CNT_WIDTH-1:0] saturating_counter [WIDTH-1:0];
    integer i;
    initial begin
        for (i = 0; i < WIDTH; i = i + 1) begin
            saturating_counter[i] = 0;
        end
    end
    generate
        for (genvar i = 0; i < WIDTH; i = i + 1) begin
            assign debounced_signal[i] = saturating_counter[i] == PULSE_CNT_MAX;
        end
    endgenerate
    wire [WIDTH-1:0] reset = ~glitchy_signal;
    generate
        for (genvar i = 0; i < WIDTH; i = i + 1) begin
            always @(posedge pulse or posedge reset[i]) begin
                if (reset[i])
                    saturating_counter[i] <= 0;
                else if (saturating_counter[i] < PULSE_CNT_MAX)
                    saturating_counter[i] <= saturating_counter[i] + 1;
            end
        end
    endgenerate
endmodule
module edge_detector #(
    parameter WIDTH = 1
)(
    input clk,
    input [WIDTH-1:0] signal_in,
    output [WIDTH-1:0] edge_detect_pulse
);
    reg [WIDTH-1:0] delayed_signal;
    reg [WIDTH-1:0] edge_detect;
    always @(posedge clk) begin
        delayed_signal <= signal_in;
        edge_detect <= ~delayed_signal & signal_in;
    end
    assign edge_detect_pulse = edge_detect;
endmodule
module synchronizer #(parameter WIDTH = 1) (
    input [WIDTH-1:0] async_signal,
    input clk,
    output [WIDTH-1:0] sync_signal
);
    reg [WIDTH-1:0] r1, r2;
    always @(posedge clk) begin
        r1 <= async_signal;
        r2 <= r1;
    end
    assign sync_signal = r2;
endmodule
```
==> results.sh <==
# physical design summary
export IMPL_grt_pass1_wl_um=3220
export IMPL_drv_slew=0
export IMPL_drc_errors=0
export IMPL_irDropWorstVdd_v=0.000286
export IMPL_ys_cells=111
export IMPL_totalWireLength_um=1720
export IMPL_worstSetupStartpointType="flop"
export IMPL_synth_area_top_cells="dfxtp_1 (35%), dfrtp_1 (19%), xnor2_1 (8.0%)"
export IMPL_fp_util_pct=19.3
export IMPL_cts_buffers=3
export IMPL_routedWlPerCell_um=9.11
export IMPL_untimed_endpoints=10
export IMPL_top_cell_area_share_pct=34.8
export IMPL_hold_viol=0
export IMPL_netlist_instances=111
export IMPL_yosys_warnings=4
export IMPL_clk_path_buf_depth=2
export IMPL_numPortBuffers=2
export IMPL_cts_tree="yes"
export IMPL_cts_setup_buffers=0
export IMPL_fp_dieH_um=100
export IMPL_tns_ns=0
export IMPL_post_cts_resized=0
export IMPL_cts_hold_fix_buffers=0
export IMPL_chipArea_sq_mm=0.0100
export IMPL_overflow=0
export IMPL_r2r_setup_slack_ns=0.83
export IMPL_fin_crit_ns=1.47
export IMPL_layout_top_cells="dfxtp_1 (21), xnor2_1 (11), dfrtp_1 (9), nand2_1 (8), nand3_1 (8)"
export IMPL_gr_usage_all_layers_pct=3.63
export IMPL_chipWidth_um=100
export IMPL_min_path_cells=0
export IMPL_cts_reportedPaths_clkPinSlew_ns=0.07
export IMPL_grt_pass1_vias=744
export IMPL_crit_type="reg -> out"
export IMPL_ys_seq_share_pct=53.4
export IMPL_yosys_area_top_type="dfxtp_1"
export IMPL_hpwl_um=1250
export IMPL_cts_htree_levels=1
export IMPL_grt_max_degree=12
export IMPL_ys_types=29
export IMPL_status="completed"
export IMPL_grt_setup_unrepaired="false"
export IMPL_firstDrtPassIters=4
export IMPL_hold_start="button_synchronizer.r1"
export IMPL_via_per_inst=3.92
export IMPL_clkLatencyLatePin_ns=0.25
export IMPL_cts_root_buf="clkbuf_8"
export IMPL_max_freq_mhz=679
export IMPL_setup_viol=0
export IMPL_arrival_ns=1.01
export IMPL_slowest_stage="clkdlybuf4s50_1"
export IMPL_r2r_end="button_debouncer.sample_count[2]"
export IMPL_worst_ep_required_time_ns=1.84
export IMPL_maxCapViolations=0
export IMPL_crit_buf_inv=1
export IMPL_crit_path_cell_trace="clkdlybuf4s50_1"
export IMPL_gp_congestion=0.752
export IMPL_synth_async_reset_ratio_pct=30.0
export IMPL_total_power_mw=0.600
export IMPL_reg2reg_from="button_debouncer.sample_count[0]"
export IMPL_drtIter0Drc=51
export IMPL_crit_path_max_incr_delay_ns=0.45
export IMPL_core_area_sq_mm=0.00628
export IMPL_yosys_area_sq_mm=0.00121
export IMPL_p_leak_nw=0.473
export IMPL_min_to="button_synchronizer.r2"
export IMPL_p_per_area_mw_per_mm2=446
export IMPL_syn_area_sq_mm=0.00121
export IMPL_syn_avg_cell_area_sq_um=10.9
export IMPL_crit_fanout=1
export IMPL_unclocked_pins=9
export IMPL_synthFlopType="dfxtp_1"
export IMPL_skew_ns=0.00205
export IMPL_lay_top_count="dfxtp_1"
export IMPL_path_delay_family="buffers and inverters"
export IMPL_fin_crit_sh_pct=64.0
export IMPL_reg2regPathDepth=5
export IMPL_syn_to_final_growth_pct=11.2
export IMPL_ios=5
export IMPL_edf_count=0
export IMPL_diodes=0
export IMPL_vias=741
export IMPL_end_kind="primary output"
export IMPL_antenna_found_initial=0
export IMPL_hold_path_class="reg -> reg"
export IMPL_ys_flops=30
export IMPL_warnings=26
export IMPL_drive_gt1_share_pct=7.14
export IMPL_rows=29
export IMPL_ant_nets=0
==> area by class of cell <==
type,instances,area [sq um]
fillers,647,4930
repair buffers,2,20.0
inverters,3,11.3
flip-flops and latches,30,646
multi-input cells,73,526
clock buffers,4,45.0
well taps,77,96.3
==> power by group <==
group / switching [mW] / internal (mW) / leakage (nW)
logic: 0.000407 / 0.00147 / 0.176
registers: 0.00299 / 0.365 / 0.274
clock network: 0.107 / 0.123 / 0.0228
total: 0.110 / 0.489 / 0.473
==> flip-flops by register name, summed over array words and instances (netlist names) <==
| name | count |
|---|---|
| button_edge_detector.edge_detect | 1 |
| button_edge_detector.delayed_signal | 1 |
| button_debouncer.sample_count | 16 |
| button_debouncer.saturating_counter | 9 |
| button_synchronizer.r2 | 1 |
| button_debouncer.pulse | 1 |
| button_synchronizer.r1 | 1 |
==> per-stage QoR <==
step                      util (%)  setup slack (ns)  instances  hold WS [ns]  instance area [sq um]
after CTS                     21.4             0.806        189         0.330                   1340
after floorplan                  -              1.03        111         0.310                   1210
final                         21.4             0.827        189         0.329                   1340
after global placement        20.7             0.911        185         0.313                   1300
after global routing          21.4             0.628        189         0.338                   1340
after detailed placement      20.7             0.852        185         0.312                   1300
==> worst max-delay path by stage <==
stage	startpoint	end	slack [ns]	depth (start not counted)
after global routing	button_debouncer.sample_count[0]	button_debouncer.sample_count[15]	0.63	5
after CTS	button_edge_detector.edge_detect	out[0]	0.81	1
final	button_edge_detector.edge_detect	out[0]	0.83	1
==> routing by layer <==
| layer | vias to the layer above | routed length [um] | share of wire [%] | track usage, % |
|---|---|---|---|---|
| met5 | - | 0 | 0 | 0 |
| met4 | 0 | 30 | 1.7 | 0.543 |
| met3 | 2 | 54 | 3.1 | 0.833 |
| met2 | 12 | 663 | 39 | 5.38 |
| met1 | 340 | 974 | 57 | 5.38 |
| li1 | 387 | - | - | - |
==> cell usage after synthesis, types with 2 or more instances <==
cell type	instances
o21ai_0	3
ha_1	3
nor2_1	5
and3_1	4
nor4bb_1	2
nand2_1	8
dfxtp_1	21
xor2_1	5
nor4_1	2
dfrtp_1	9
nand3_1	8
xnor2_1	11
clkbuf_1	3
nand4_1	6
and4_1	3
buf_4	2
inv_1	3
conb_1	2
==> kinds of logic (layout without fill, tap and decap cells) <==
| logic type | after synthesis | after routing | synth area share, % |
|---|---|---|---|
| muxes | 1 | 1 | 0.828 |
| xor gates and xnor gates | 16 | 16 | 11.6 |
| buffers and inverters | 8 | 9 | 3.11 |
| DFF | 30 | 30 | 53.4 |
| AOI/OAI and AO/OA | 8 | 8 | 6.42 |
| other | 2 | 2 | 0.621 |
| and+or+nand+nor | 43 | 43 | 20.9 |
| adders and majority gates | 3 | 3 | 3.11 |
Power figures rest on the tool's default switching activity, not on a simulated workload.
