$ cat ./run.sh
#!/bin/bash
# OpenROAD 26Q1-2900-gdf79404cd8, Yosys 0.63+post, stock flow scripts
make -C /OpenROAD-flow-scripts/flow DESIGN_CONFIG=/design/flow/config.mk WORK_HOME=/design/flow/orfs finish
$ cat ./design.v
module z1top #(
    parameter BAUD_LENGTH_IN_CYCLES = 125000000/115200,
    parameter DATA = 8'b01000001  
)
(
    input sysclk,
    input data_ready,
    output busy,  
    output UART_TX
);
    localparam MAX_BIT_SENT = 10;
    reg [$clog2(BAUD_LENGTH_IN_CYCLES):0] count = 0, next_count;
    reg [9:0] shifting_data, next_shifting_data;
    reg [3:0] bit_sent = 0, next_bit_sent;
    localparam STATE_IDLE = 1'b0;
    localparam STATE_BUSY = 1'b1;
    reg state = STATE_IDLE, next_state;
    reg all_sent;
    always @(*) begin
        next_state = state;
        if (state == STATE_IDLE && data_ready)
            next_state = STATE_BUSY;
        else if (state == STATE_BUSY && all_sent)
            next_state = STATE_IDLE;
    end
    always @(*) begin
        all_sent = 0;
        case (state)
            STATE_IDLE:
                begin
                    next_count = 0;
                    next_shifting_data = { 1'd1, DATA, 1'd0 };
                    next_bit_sent = 0;
                end
            STATE_BUSY:
                begin
                    next_count = count + 1;
                    next_shifting_data = shifting_data;
                    next_bit_sent = bit_sent;
                    if (next_count == BAUD_LENGTH_IN_CYCLES) begin
                        next_count = 0;
                        next_shifting_data = shifting_data >> 1;
                        next_bit_sent = bit_sent + 1;
                        if (next_bit_sent == MAX_BIT_SENT) begin
                            next_bit_sent = 0;
                            all_sent = 1;
                        end
                    end
                end
        endcase
    end
    always @(posedge sysclk) begin
        count <= next_count;
        shifting_data <= next_shifting_data;
        bit_sent <= next_bit_sent;
        state <= next_state;
    end
    assign UART_TX = state == STATE_BUSY ? shifting_data[0] : 1'b1;
    assign busy = state == STATE_BUSY;
endmodule
$ cat ./constraint.sdc
current_design z1top

set clk_period 4.9
set clk_io_pct 0.2

create_clock -name clk0 -period $clk_period [get_ports {sysclk}]

set non_clock_inputs [all_inputs -no_clocks]
set_input_delay [expr $clk_period * $clk_io_pct] -clock clk0 $non_clock_inputs
set_output_delay [expr $clk_period * $clk_io_pct] -clock clk0 [all_outputs]
$ cat ./config.mk
export PLATFORM = sky130hd
export DESIGN_NAME = z1top
export DESIGN_NICKNAME = z1top
export VERILOG_FILES = /design/flow/design.v
export SDC_FILE = /design/flow/constraint.sdc
export NUM_CORES = 4
export LEC_CHECK = 1
export CORE_AREA = 10 10 89 89
export DIE_AREA = 0 0 99 99
==> impl_metrics.json <==
{
  "drt_first_pass_iters": 4,
  "grt_pass1_wl_um": 3770,
  "cts_root_buf": "clkbuf_8",
  "cts-resized-gates": 0,
  "dpl_cell_area_sq_um": 1410,
  "fp_util": 0.217,
  "final.setup.tns_ns": 0,
  "grt_start_max_net_pins": 17,
  "crit_buf_inv": 1,
  "slew_violations": 0,
  "die_height_um": 99,
  "hold_viol_final": 0,
  "slowest_stage": "dfxtp_1",
  "dr_wl_met3_um": 84,
  "n_fill_cell": 623,
  "rsz0062_at_grt": "false",
  "r2r_cells": 6,
  "htreeDepth": 1,
  "skew_ns": 0.00312,
  "comb_area_sq_um": 569,
  "p_switching_uw": 177,
  "critical_path_class": "register to output pin",
  "path_depth": 1,
  "totalWireLength_um": 2030,
  "ys_ff": 27,
  "drtIter0Drc": 34,
  "coreArea_sq_um": 5990,
  "grt_pass1_vias": 816,
  "p_comb_frac": 0.206,
  "die_w_um": 99,
  "path_delay_family": "flip-flops",
  "edf_count": 14,
  "flop_cell": "edfxtp_1",
  "hold_path.class": "register to register",
  "fin_cells": 205,
  "synthCells": 125,
  "power_leakage_nw": 0.540,
  "postSynthSeqShare": 0.524,
  "path_max_fanout": 15,
  "p_int_uw": 387,
  "dp.cells": 201,
  "antennaDiodeCount": 0,
  "period_used_share": 0.497,
  "warning_count": 27,
  "worst_pin_slew_ns": 0.480,
  "vias": 846,
  "clock_power_share": 0.222,
  "tritoncts.num_buffers": 3,
  "clock_latency_ns": 0.27,
  "cts_setup_buffers": 0,
  "maxCapViolCount": 0,
  "highest_layer": "met4",
  "cp-start-kind": "register",
  "drive_above_1_share": 0.0615,
  "cp_slowest_stage_delay_ns": 0.63,
  "drc": 0,
  "dpl.hpwl_um": 1390,
  "place_ws_ns": 2.57,
  "min_path_cells": 1,
  "switching_share": 0.314,
  "period_needed_ns": 2.44,
  "rows": 28,
  "route.layer.met1.wl_um": 1080,
  "clk_path_buf_depth": 2,
  "critPathArrivalTime_ns": 1.46,
  "port_buffers": 3,
  "cts_hold_buffers": 0,
  "track_usage": 0.0447,
  "cp-end-kind": "output pin",
  "io_pins": 4,
  "status": "finished clean",
  "grt_overflow": 0,
  "r2r-start": "count[0]",
  "setup_viol": 0,
  "postLayoutCellArea_sq_um": 1460,
  "max_freq_mhz": 411,
  "wl_per_cell_um": 9.91,
  "path_clk_slew_ns": 0.09,
  "ant_nets": 0,
  "cts_tree": "yes",
  "ys_types": 34,
  "maxSlewHeadroom": 0.680,
  "cp_cell_sequence": "clkdlybuf4s50_1",
  "numClockSinks": 27,
  "seq_area_sq_um": 681,
  "holdPathEnd": "count[0]",
  "die-area_sq_um": 9800,
  "setup_ws_ns": 2.46,
  "min-delay-start": "count[0]",
  "seqPwrFrac": 0.571,
  "crit_required_ns": 3.92,
  "area.growth.synth_to_final_pct": 12.4,
  "total_power_uw": 564,
  "vdd_drop_max_mv": 0.123,
  "synth-area-yosys_sq_um": 1300,
  "yosysWarnings": 1,
  "avgSynthCellArea_sq_um": 10.4,
  "r2r_setup_slack_ns": 2.53,
  "route.met2.wl_um": 850,
  "synth_async_sr_flop_share": 0,
  "via_per_inst": 4.13,
  "antenna_found_initial": 0,
  "reg2reg_to": "shifting_data[7]",
  "power.density_nw_per_um2": 386,
  "synth_area_sq_um": 1300,
  "gp_congestion": 0.828,
  "ys_cells": 125
}
synth_stat cells (all sizes together), types with 2 or more instances:
master  count  area share
a31oi       2      0.0096
buf         2       0.012
inv         7       0.020
nand4       3       0.014
or3         4       0.019
nor3        2      0.0077
nor2b       2      0.0096
edfxtp     14        0.32
nor2       15       0.043
ha          4       0.039
nand2       4       0.012
nand2b      3       0.014
a21oi       5       0.019
nand3b      3       0.017
nand3       6       0.027
o21ai       5       0.019
xnor2       8       0.054
xor2        2       0.013
and2        8       0.039
dfxtp      13        0.20
placed cells by master (no fill, tap or decap), drive strengths merged, types with 2 or more instances in the layout:
| cell | count |
|---|---|
| xnor2 | 8 |
| clkdlybuf4s50 | 3 |
| nor3 | 2 |
| nand2 | 4 |
| xor2 | 2 |
| edfxtp | 14 |
| nand3 | 6 |
| and2 | 8 |
| a31oi | 2 |
| nor2b | 2 |
| nand3b | 3 |
| nand4 | 3 |
| o21ai | 5 |
| dfxtp | 13 |
| ha | 4 |
| inv | 7 |
| nand2b | 3 |
| a21oi | 5 |
| clkbuf | 3 |
| nor2 | 15 |
| or3 | 4 |
how the worst max path moves through the flow:
| stage | to | start |
|---|---|---|
| after CTS | busy | state |
| after global routing | shifting_data[7] | count[0] |
| final | busy | state |
power by group through the flow:
stage	clock, mW	sequential, mW	combinational (mW)
4_1_cts	0.133	0.322	0.118
5_1_grt	0.143	0.331	0.136
6_report	0.125	0.322	0.117
registers in the layout (all words and copies together), names as in the netlist:
name	count
bit_sent	4
state	1
count	12
shifting_data	10
cells by family after synthesis:
kind of cell    count (synthesis)  synth area share
compound gates                 16            0.0877
xor+xnor                       10            0.0674
fa+ha+maj                       4            0.0385
buf+inv                        11            0.0376
flops                          27             0.524
mux                             1           0.00771
simple gates                   56             0.237
stage by stage:
step	hold WS (ns)	util
2_1_floorplan	0.464	-
3_3_place_gp	0.499	0.236
3_5_place_dp	0.495	0.236
4_1_cts	0.519	0.244
5_1_grt	0.547	0.244
6_report	0.517	0.244
layer usage:
metal	vias up	global-route usage
met4	0	0.00331
met5	-	0
met3	2	0.0148
li1	443	-
met1	395	0.0644
met2	6	0.0666
area by class of cell:
type                            count  area share
Clock buffer                        3      0.0283
Sequential cell                    27       0.466
Multi-Input combinational cell     87       0.390
Timing Repair Buffer                4      0.0257
Clock inverter                      1     0.00514
Tap cell                           75      0.0643
Inverter                            8      0.0206
Power figures rest on the tool's default switching activity, not on a simulated workload.
